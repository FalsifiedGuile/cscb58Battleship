## flow/run.sh

```bash
#!/bin/bash
# OpenROAD 26Q1-2900-gdf79404cd8, Yosys 0.63+post, stock flow scripts
make -C /OpenROAD-flow-scripts/flow DESIGN_CONFIG=/design/flow/config.mk WORK_HOME=/design/flow/orfs finish
```

## flow/config.mk

```make
export PLATFORM = sky130hd
export DESIGN_NAME = control
export DESIGN_NICKNAME = control
export VERILOG_FILES = /design/flow/design.v
export SDC_FILE = /design/flow/constraint.sdc
export NUM_CORES = 4
export LEC_CHECK = 1
export CORE_AREA = 10 10 70 70
export DIE_AREA = 0 0 80 80
```

## flow/constraint.sdc

```tcl
current_design control

set clk_period 1.8
set clk_io_pct 0.2

create_clock -name clk0 -period $clk_period [get_ports {clk}]

set non_clock_inputs [all_inputs -no_clocks]
set_input_delay [expr $clk_period * $clk_io_pct] -clock clk0 $non_clock_inputs
set_output_delay [expr $clk_period * $clk_io_pct] -clock clk0 [all_outputs]
```

## flow/design.v

```verilog
module battleship
	(
		CLOCK_50,						 
        KEY,
        SW,
		VGA_CLK,   						 
		VGA_HS,							 
		VGA_VS,							 
		VGA_BLANK_N,						 
		VGA_SYNC_N,						 
		VGA_R,   						 
		VGA_G,	 						 
		VGA_B,
		HEX0 
	);
	input			CLOCK_50;				 
	input   [14:0]   SW;
	input   [3:0]   KEY;
	output			VGA_CLK;   				 
	output			VGA_HS;					 
	output			VGA_VS;					 
	output			VGA_BLANK_N;				 
	output			VGA_SYNC_N;				 
	output	[9:0]	VGA_R;   				 
	output	[9:0]	VGA_G;	 				 
	output	[9:0]	VGA_B;   				 
	output [6:0] HEX0;
	wire resetn;
	assign resetn = KEY[0];
	reg [4:0] count;
	reg [2:0] colour;
	wire [7:0] x;
	wire [6:0] y;
	wire writeEn;
	vga_adapter VGA(
			.resetn(resetn),
			.clock(CLOCK_50),
			.colour(colour),
			.x(x + xCount),
			.y(y + yCount),
			.plot(writeEn),
			.VGA_R(VGA_R),
			.VGA_G(VGA_G),
			.VGA_B(VGA_B),
			.VGA_HS(VGA_HS),
			.VGA_VS(VGA_VS),
			.VGA_BLANK(VGA_BLANK_N),
			.VGA_SYNC(VGA_SYNC_N),
			.VGA_CLK(VGA_CLK));
		defparam VGA.RESOLUTION = "160x120";
		defparam VGA.MONOCHROME = "FALSE";
		defparam VGA.BITS_PER_COLOUR_CHANNEL = 1;
		defparam VGA.BACKGROUND_IMAGE = "test.mif";
		wire win, ld_ac, ld_bs, ld_sub, ld_cru, ld_des, data_processed, guess;
		wire [6:0] ac, bs, sub, cru, des;
		wire [6:0] conv_coor;
		wire [1:0] xCount;
		wire [1:0] yCount;
		wire correct_guess;
	coordinateConverter c1(.user_x(SW[7:4]), .user_y(SW[3:0]), .outputConv(conv_coor), .outputX(x), .outputY(y));
	 control counters(
     .clk(CLOCK_50),
     .go(~KEY[1]),
     .win(win),
     .data_processed(data_processed),
	 .conv_coor(conv_coor),
			.bs(bs),
		.sub(sub),
		.cru(cru),
		.des(des),
    .ld_ac(ld_ac), 
	 .ld_bs(ld_bs), 
	 .ld_cru(ld_cru), 
	 .ld_sub(ld_sub), 
	 .ld_des(ld_des), 
	 .guess(guess),
    );
	counter c0 (
        .start(~KEY[1]),
        .clk(CLOCK_50),
		  .ld_ac(ld_ac), 
		  .ld_bs(ld_bs), 
		  .ld_sub(ld_sub), 
		  .ld_cru(ld_cru), 
		  .ld_des(ld_des), 
		  .guess(guess),
		  .converted_coordinate(conv_coor),
        .x_offset(xCount),  
        .y_offset(yCount),
        .plot(writeEn),
		  .win(win),
		  .ac(ac)
     ); 
	always@(*)begin 
		  if (conv_coor >= 7'd1 && conv_coor <= 7'd5) begin
				colour <= 100;
				count <= count + 1'b1;
			end
			else if (conv_coor >= 7'd32  && conv_coor <= 7'd35) begin
				colour <= 100;
				count <= count + 1'b1;
			end
			else if (conv_coor >= 7'd62 && conv_coor <= 7'd64) begin
				colour <= 100;
				count <= count + 1'b1;
			end
			else if (conv_coor >= 7'd74 && conv_coor <= 7'd76) begin
				colour <= 100;
				count <= count + 1'b1;
			end
			else begin
				colour <= 010;
				count <= count + 1'b1;
			end
		end
	  hex_decoder H0(
	  .hex_digit(ac[3:0]), 
	  .segments(HEX0)
	  );
endmodule
 module counter (
    input start,
    input clk,
    input ld_ac,
	 input ld_bs,
	 input ld_sub,
	 input ld_cru,
	 input ld_des,
	 input guess,
	 input converted_coordinate,
    output [1:0] x_offset, y_offset,
    output plot,
	 output reg win,
	 output [6:0] ac
    );
    reg continue;
    reg [3:0] count;
	 reg [6:0] ac1;
    assign x_offset = count[3:2];
    assign y_offset = count[1:0];
    assign plot = continue;
    always@(posedge clk)
    begin
        if (start == 1'b1 && count == 4'b1111 && ld_des == 1'b1)
            begin
                continue = 1'b1;
                count = 4'b0000;
            end
        else if (count < 4'b1111)
            begin
                count = count + 1'b1;
            end
        else
            continue = 1'b0;
    end
	always @(posedge clk) 
		begin
			if(ld_ac) begin
				win <= 0;
				ac1 <= converted_coordinate;
			end
		end
	 assign ac = ac1; 
endmodule 
module control(
    input clk,
    input go,
    input win,
    input data_processed,
	input conv_coor,
    output reg  ld_ac, ld_bs, ld_cru, ld_sub, ld_des, guess,
	 output reg [6:0] bs, cru, sub, des
    );
    reg [5:0] current_state, next_state; 
    localparam  S_LOAD_AC        = 5'd0,  
                S_LOAD_AC_WAIT   = 5'd1, 
                S_LOAD_BS       = 5'd2,  
                S_LOAD_BS_WAIT   = 5'd3,
                S_LOAD_CRU        = 5'd4,  
                S_LOAD_CRU_WAIT   = 5'd5,
                S_LOAD_SUB        = 5'd6,  
                S_LOAD_SUB_WAIT   = 5'd7,
                S_LOAD_DES        = 5'd7,  
                S_LOAD_DES_WAIT   = 5'd8,
                S_CYCLE_0       = 5'd9,
					 S_CYCLE_0_WAIT      = 5'd10;  
    always@(*)
    begin: state_table 
            case (current_state)
                S_LOAD_AC: next_state = go ? S_LOAD_AC_WAIT : S_LOAD_AC;  
                S_LOAD_AC_WAIT: next_state = go ? S_LOAD_AC_WAIT : S_LOAD_BS;  
                S_LOAD_BS: next_state = go ? S_LOAD_BS_WAIT : S_LOAD_BS;  
                S_LOAD_BS_WAIT: next_state = go ? S_LOAD_BS_WAIT : S_LOAD_CRU;  
                S_LOAD_CRU: next_state = go ? S_LOAD_CRU_WAIT : S_LOAD_CRU;  
                S_LOAD_CRU_WAIT: next_state = go ? S_LOAD_CRU_WAIT : S_LOAD_SUB;  
                S_LOAD_SUB: next_state = go ? S_LOAD_SUB_WAIT : S_LOAD_SUB;  
                S_LOAD_SUB_WAIT: next_state = go ? S_LOAD_SUB_WAIT: S_LOAD_DES;  
                S_LOAD_DES: next_state = go ? S_LOAD_DES_WAIT : S_LOAD_DES;  
                S_LOAD_DES_WAIT: next_state = go ? S_LOAD_DES_WAIT : S_LOAD_DES;  
                S_CYCLE_0: next_state = go ? S_CYCLE_0_WAIT: S_CYCLE_0;
					 S_CYCLE_0_WAIT: next_state = go ? S_CYCLE_0_WAIT: S_CYCLE_0; 
				default: next_state = S_LOAD_DES;
        endcase
    end  
    always @(*)
    begin: enable_signals
		  guess = 1'b0;
        ld_ac = 1'b0;
        ld_bs = 1'b0;
        ld_cru = 1'b0;
        ld_sub = 1'b0;
        ld_des = 1'b0;
        case (current_state)
            S_LOAD_AC: begin  
                ld_ac = 1'b1;
                end
            S_LOAD_BS: begin
                ld_bs = 1'b1;
				bs = conv_coor;
                end
            S_LOAD_CRU: begin
                ld_cru = 1'b1;
				cru = conv_coor;
                end
            S_LOAD_SUB: begin
                ld_sub = 1'b1;
				sub = conv_coor;
                end
            S_LOAD_DES: begin
                ld_des = 1'b1;
				des = conv_coor;
                end
            S_CYCLE_0: begin  
                guess = 1'b1;
            end
        endcase
    end
    always@(posedge clk)
    begin: state_FFs
            current_state <= next_state;
    end  
endmodule
 module coordinateConverter (user_x, user_y, outputConv, outputX, outputY);
	input [3:0] user_x, user_y;
	output [6:0] outputConv, outputY;
	output [7:0] outputX;
	assign outputConv = (user_y * 10) - 10 + user_x;
	assign outputY = user_y * 10;
	assign outputX = user_x * 10 + 1; 
 endmodule
module hex_decoder(hex_digit, segments);
    input [3:0] hex_digit;
    output reg [6:0] segments;
    always @(*)
        case (hex_digit)
            4'h0: segments = 7'b100_0000;
            4'h1: segments = 7'b111_1001;
            4'h2: segments = 7'b010_0100;
            4'h3: segments = 7'b011_0000;
            4'h4: segments = 7'b001_1001;
            4'h5: segments = 7'b001_0010;
            4'h6: segments = 7'b000_0010;
            4'h7: segments = 7'b111_1000;
            4'h8: segments = 7'b000_0000;
            4'h9: segments = 7'b001_1000;
            4'hA: segments = 7'b000_1000;
            4'hB: segments = 7'b000_0011;
            4'hC: segments = 7'b100_0110;
            4'hD: segments = 7'b010_0001;
            4'hE: segments = 7'b000_0110;
            4'hF: segments = 7'b000_1110;   
            default: segments = 7'h7f;
        endcase
endmodule
```

==> results.toml <==
# generated from flow reports
[drt]
wl_per_cell_um = 8.50
n_antenna_cell = 0
drt_first_pass_iters = 2
viasPerCell = 2.84
ant_nets = 0
via_count = 347
drt-initial-drc-count = 34
route.detailed.drc = 0
routed_wl_um = 1040

[clock_network]
clk_pin_slew_ns = 0.03
cts_tree = "yes"
postCtsHoldBufs = 0
root_buffer = "clkbuf_4"
htreeDepth = 1
insertion_delay_ns = 0.23
cts_made_buffers = 3
cts_max_path_buffers = 2

[timing]
drv_slew = 0
untimed_endpoints = 8
setup_viol_count_final = 0
rsz0062_at_grt = "yes"
whs_ns = 0.563
clock_skew_ns = 0.00360
hold_viol = 0
worst_slack_ns = 0.0487
fin_crit_sh = 0.973
min_period_ns = 1.75
fmax_mhz = 571
unclocked_pins = 4

[min_path]
min_to = "current_state[1]"
holdPathStages = 2
hold_path_class = "reg -> reg"
hp-start = "current_state[1]"

[synth]
syn-cell-area_um2 = 478
avgSynthCellArea_um2 = 7.97
synth_cell_types = 19
synth_warnings = 1
numSynthFlops = 8
yosys_area_um2 = 478
yosysCellCount = 60
syn_inst = 60

[layout]
drive_gt1_frac = 0.237
layout-area-overhead-vs-synth_pct = 35.6
design_area_um2 = 648

[power]
p_leak_nw = 0.315
power_frac_comb = 0.065
internal-power_mw = 0.170
power-per-cell-area_nw_per_um2 = 326
clkPwrFrac = 0.508
p_seq_frac = 0.427
vdd_drop_max_mv = 0.0748
switchingPower_mw = 0.0406
finalPower_mw = 0.211
p_sw_frac = 0.193

[floorplan]
row_count = 21
fp_util = 0.140
core_um2 = 3420
die_h_um = 80
chipArea_um2 = 6400
die-width_um = 80
ioPinCount = 39

[place]
placed_area_um2 = 564
hpwlAfterDp_um = 877
pre_cts_slack_ns = 0.121
gp_congestion = 0.763
io_buffers = 12

[critical_path]
cp.required_ns = 1.44
end_kind = "primary output"
worst_r2r_path_depth = 4
cp_max_fo = 6
r2r-end = "current_state[3]"
r2r-start = "current_state[0]"
crit_type = "reg -> out"
r2r_slack_ns = 0.59
critPathArrivalTime_ns = 1.39
start_kind = "register"

[job]
drv_cap = 0
warnings = 29

[global_route]
grt_pass1_vias = 363
antenna_found_initial = 0
grt_first_pass_wirelength_um = 1540
track_usage = 0.0293
grt_overflow = 0
grt_max_degree = 8

[run_status]
status = "finished, final reports clean"
[power by group through the flow]
stage,clock [mW],sequential [mW],combinational (mW)
finish,0.107,0.0901,0.0138
global route,0.129,0.0899,0.0181
CTS,0.115,0.0915,0.0155
[stage by stage]
stage / cells / utilization / setup TNS (ns)
after global placement: 117 / 0.165 / 0
after detailed placement: 117 / 0.165 / 0
after CTS: 120 / 0.175 / -0.0134
final: 122 / 0.190 / 0
after global routing: 122 / 0.190 / -0.0181
after floorplan: 83 / - / 0
[layer usage]
metal	wire length (um)	track usage
met1	509	0.0391
met2	386	0.0361
met3	141	0.0227
met4	0	0.00528
met5	0	0
[worst max path at each step]
stage | startpoint | endpoint | slack, ns | cells past startpoint
4_1_cts | current_state[3] | ld_des | -0.01 | 3
5_1_grt | current_state[3] | ld_sub | -0.01 | 3
6_report | current_state[0] | ld_cru | 0.05 | 3
[cell families after synthesis]
family | after synthesis | synth area share
AND/OR/NAND/NOR | 16 | 0.165
buffers and inverters | 27 | 0.403
AND-OR/OR-AND | 7 | 0.113
flip-flops | 4 | 0.168
other | 1 | 0.00785
XOR/XNOR | 1 | 0.0183
latches | 4 | 0.126
[registers in the layout, indices dropped and copies added, names as in the netlist]
name / flops
current_state: 4
bs: 1
cru: 1
des: 1
sub: 1
[synthesized netlist by cell type, drive strengths merged]
cell | n | area share
a211oi | 1 | 0.016
a31oi | 1 | 0.013
or2 | 1 | 0.013
conb | 1 | 0.0078
o221ai | 1 | 0.018
nor3 | 3 | 0.031
xor2 | 1 | 0.018
nor2 | 4 | 0.031
dfxtp | 4 | 0.17
o2111a | 1 | 0.024
buf | 25 | 0.39
nand2b | 3 | 0.039
a221o | 1 | 0.021
dlxtp | 4 | 0.13
a21oi | 2 | 0.021
nor2b | 2 | 0.026
inv | 2 | 0.016
nand2 | 3 | 0.024
[layout by cell type, fill, tap and decap left out, drive strengths merged, types with 2 or more instances in the layout]
| master | instances |
|---|---|
| nand2b | 3 |
| inv | 2 |
| a21oi | 2 |
| dfxtp | 4 |
| dlxtp | 4 |
| nor2b | 2 |
| nor2 | 4 |
| clkbuf | 3 |
| buf | 3 |
| nand2 | 3 |
| clkdlybuf4s50 | 10 |
| conb | 24 |
| nor3 | 3 |
[worst max-delay path, cell delays in order (launching register included)]
cell	delay, ns
dfxtp_4	0.35
or2_4	0.27
nor2_4	0.08
clkdlybuf4s50_1	0.46
[final cells by class]
class                      instances  area, um2
clock buffer                       3       22.5
inverter                           2       7.51
tap                               46       57.6
multi-input combinational         48        269
sequential                         8        148
fill                             380       2770
timing repair buffer              15        144
[timing repair]
item / 4_1_cts / 5_1_grt
setup buffers: 0 / 2
endpoints found under the setup margin: 4 / 5
endpoints found under the hold margin: 0 / 0
pin swaps: 0 / 2
gates resized: 7 / 9
No activity file was given, so power comes from the tool's default toggle rates.
